### flow/config.mk
export PLATFORM = sky130hd
export DESIGN_NAME = SCRATCH_RAM
export DESIGN_NICKNAME = SCRATCH_RAM
export VERILOG_FILES = /design/flow/design.v
export SDC_FILE = /design/flow/constraint.sdc
export NUM_CORES = 4
export LEC_CHECK = 1
export CORE_UTILIZATION = 40
export SYNTH_MEMORY_MAX_BITS = 65536
### flow/constraint.sdc
current_design SCRATCH_RAM

set clk_period 15.3
set clk_io_pct 0.2

create_clock -name clk0 -period $clk_period [get_ports {CLK}]

set non_clock_inputs [all_inputs -no_clocks]
set_input_delay [expr $clk_period * $clk_io_pct] -clock clk0 $non_clock_inputs
set_output_delay [expr $clk_period * $clk_io_pct] -clock clk0 [all_outputs]
### flow/design.v
module SCRATCH_RAM(
	input [9:0] DATA_IN,
	input [7:0] SCR_ADDR,
	input  SCR_WE,
	input CLK,
	output [9:0] DATA_OUT
		);
logic [9:0] memory [0:1023];
initial  
begin
	for(int i = 0; i < 256; i++)
	begin
	memory[i] =0;  
	end
end
always_ff @ (posedge CLK)
begin
	if(SCR_WE == 1)
		begin
		memory[SCR_ADDR] <= DATA_IN;
		end
end
assign DATA_OUT = memory[SCR_ADDR];
endmodule
### flow/run.sh
#!/bin/bash
# OpenROAD 26Q1-2900-gdf79404cd8, Yosys 0.63+post, stock flow scripts
make -C /OpenROAD-flow-scripts/flow DESIGN_CONFIG=/design/flow/config.mk WORK_HOME=/design/flow/orfs finish
==> flow_metrics.env <==
# source this file to load flow results
export IMPL_outcome="finished clean"
export IMPL_post_route_min_period_ns=11.61
export IMPL_place_hpwl_um=179000
export IMPL_overflow=0
export IMPL_fmax_ghz=0.0862
export IMPL_wl_per_cell_um=31.9
export IMPL_async_flop_share=0
export IMPL_clock_sinks=2560
export IMPL_yosys_area_sq_mm=0.0988
export IMPL_hp_class="primary input to flip-flop"
export IMPL_gp_congestion=0.966
export IMPL_ys_types=58
export IMPL_hold_viol=0
export IMPL_nFillCells=20100
export IMPL_warning_count=29
export IMPL_timing_setup_tns_ns=0
export IMPL_routed_wl_um=288000
export IMPL_regMostFlops="memory"
export IMPL_crit_required_ns=12.24
export IMPL_top_regs="memory x2560"
export IMPL_die_area_sq_mm=0.249
export IMPL_p_sw_frac=0.211
export IMPL_ys_flops=2560
export IMPL_vias=52000
export IMPL_worst_pin_slew_ns=1.39
export IMPL_grt_max_degree=141
export IMPL_relSlewSlack=0.0752
export IMPL_fp_util=0.402
export IMPL_setup_viol=0
export IMPL_synth_cells=5150
export IMPL_cts_hold_buf=0
export IMPL_syn_mean_instance_area_sq_um=19.2
export IMPL_postRouteAntennaNets=0
export IMPL_pwr_share_seq=0.526
export IMPL_ys_warn_count=1
export IMPL_ctsLongestPathBuffers=4
export IMPL_cts_setup_buffers=0
export IMPL_power_density_mw_per_mm2=130
export IMPL_critPathArrivalTime_ns=8.55
export IMPL_synth_top_cell_by_area="edfxtp_1"
export IMPL_dr_pass1_iters=6
export IMPL_leakagePower_nw=37.9
export IMPL_rows=182
export IMPL_clk_pin_slew_ns=0.06
export IMPL_ys_cells=5150
export IMPL_start_kind="primary input"
export IMPL_io_pins=30
export IMPL_drive_gt1_frac=0.176
export IMPL_numPortBuffers=29
export IMPL_vdd_ir_drop_max_mv=0.122
export IMPL_netlist_area_sq_mm=0.0988
export IMPL_ys_seq_share=0.778
export IMPL_coreArea_sq_mm=0.246
export IMPL_edf_count=2560
export IMPL_cts_made_buffers=282
export IMPL_rsz0062_at_grt="false"
export IMPL_finalClockPeriodUsage=0.759
export IMPL_grt_pass1_wl_um=406000
export IMPL_synthToLayoutAreaGrowth_pct=14.7
export IMPL_drv_slew=0
export IMPL_cap_violations=0
export IMPL_post_cts_resized=0
export IMPL_cts_htree_levels=5
export IMPL_grt_usage=0.254
export IMPL_antenna_found_initial=13
export IMPL_clkPwrFrac=0.426
export IMPL_dieWidth_um=499
export IMPL_topCellsByArea="edfxtp_1, mux2i_1, mux4_2, o22ai_1, nor2_1"
export IMPL_utilization=0.462
export IMPL_cts_tree="yes"
export IMPL_comb_power_share=0.048
export IMPL_viasPerCell=5.76
export IMPL_hold_ws_ns=2.58
export IMPL_cts_root_buf="clkbuf_16"
export IMPL_largest_register_ffs=2560
export IMPL_internal_power_mw=11.6
export IMPL_top_cell_area_share=0.778
export IMPL_die_h_um=499
export IMPL_grt_pass1_vias=54400
export IMPL_drt_iter0_markers=3883
export IMPL_drc=0
export IMPL_crit_type="primary input to output pin"
export IMPL_worstSetupEndpointType="output pin"
export IMPL_synth_top_flop_cell="edfxtp_1"
export IMPL_p_switching_mw=3.11
export IMPL_worstPathMaxFanout=38
==> area by class of cell <==
type | count | area [sq um] | area share
clock inverters | 120 | 860 | 0.00758
repair buffers | 455 | 3650 | 0.0322
flip-flops and latches | 2560 | 76900 | 0.678
well taps | 3220 | 4030 | 0.0355
diodes | 16 | 40.0 | 0.000353
clock buffers | 360 | 7500 | 0.0661
inverters | 5 | 18.8 | 0.000165
multi-input cells | 2285 | 20400 | 0.180
==> cells in the mapped netlist (3+ instances only) <==
| master | number |
|---|---|
| a2111oi_0 | 3 |
| a211o_1 | 3 |
| a211oi_1 | 8 |
| a21oi_1 | 31 |
| a221oi_1 | 4 |
| a22o_1 | 8 |
| a22oi_1 | 26 |
| a311oi_1 | 4 |
| a31oi_1 | 12 |
| a32oi_1 | 4 |
| and2_1 | 3 |
| and3_1 | 6 |
| buf_1 | 7 |
| buf_2 | 125 |
| buf_4 | 71 |
| buf_6 | 11 |
| clkbuf_1 | 84 |
| edfxtp_1 | 2560 |
| inv_1 | 4 |
| mux2_2 | 8 |
| mux2i_1 | 913 |
| mux4_1 | 7 |
| mux4_2 | 197 |
| nand2_1 | 66 |
| nand3_1 | 26 |
| nand4_1 | 3 |
| nand4b_1 | 3 |
| nand4bb_1 | 6 |
| nor2_1 | 324 |
| nor2b_1 | 6 |
| nor3_1 | 16 |
| nor4_1 | 92 |
| o2111ai_1 | 3 |
| o211ai_1 | 9 |
| o21ai_0 | 30 |
| o221ai_1 | 11 |
| o22ai_1 | 415 |
| o31ai_1 | 4 |
| or4_1 | 11 |
| or4b_1 | 3 |
==> power by group through the flow <==
stage | Sequential (mW) | Combinational, mW | Clock [mW]
CTS | 7.73 | 0.700 | 6.33
global route | 7.73 | 0.739 | 6.59
finish | 7.73 | 0.703 | 6.26
==> per-stage QoR <==
step,setup slack (ns),total power [mW],cell area (sq um),instances
global route,3.70,15.1,113000,9007
global placement,3.94,8.58,105000,8525
CTS,3.89,14.8,113000,9005
floorplan,7.30,8.22,98800,5150
detailed placement,3.93,8.58,105000,8525
finish,3.69,14.7,113000,9021
==> worst paths after layout <==
path  cells after the start  slack, ns                       to   startpoint
min                       1       2.58  memory[49][4]$_DFFE_PP_   DATA_IN[4]
max                      11       3.69              DATA_OUT[7]  SCR_ADDR[0]
==> critical path: stages <==
cell	delay, ns
buf_8	0.35
buf_4	0.59
or4b_4	0.69
buf_4	0.47
o22ai_1	0.13
nor4_1	0.71
a311oi_1	0.54
a311oi_1	1.07
a21oi_1	0.21
buf_4	0.22
clkdlybuf4s50_1	0.39
==> placed cells by master, fill, tap and decap left out, drive strengths merged, types with 5 or more instances in the layout <==
cell,n
edfxtp,2560
mux2i,913
buf,441
o22ai,415
clkbuf,362
nor2,324
mux4,204
clkinv,99
nor4,92
nand2,66
a21oi,31
o21ai,31
nand3,26
a22oi,26
diode,16
nor3,16
a31oi,12
bufinv,12
clkdlybuf4s50,12
inv,12
o221ai,11
or4,11
o211ai,9
a22o,8
a211oi,8
mux2,8
nand4bb,6
and3,6
nor2b,6
a221oi,5
a2111oi,5
==> per-layer routing <==
| layer | wire length [um] | vias up | global-route usage |
|---|---|---|---|
| met3 | 51400 | 617 | 0.194 |
| met4 | 12800 | 21 | 0.0852 |
| met1 | 92800 | 25900 | 0.305 |
| met2 | 130000 | 3473 | 0.358 |
| li1 | - | 22000 | - |
| met5 | 860 | - | 0.0253 |
==> cells by family after synthesis <==
logic type | after synthesis | share of synthesized area
buffers and inverters | 305 | 0.0169
DFF | 2560 | 0.778
muxes | 1125 | 0.140
and+or+nand+nor | 572 | 0.0267
AOI/OAI and AO/OA | 588 | 0.0385
No activity file was given, so power comes from the tool's default toggle rates.
