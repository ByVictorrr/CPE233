===== flow/config.mk =====
export PLATFORM = sky130hd
export DESIGN_NAME = REG_FILE
export DESIGN_NICKNAME = REG_FILE
export VERILOG_FILES = /design/flow/design.v
export SDC_FILE = /design/flow/constraint.sdc
export NUM_CORES = 4
export LEC_CHECK = 1
export CORE_UTILIZATION = 30

===== flow/constraint.sdc =====
current_design REG_FILE

set clk_period 4.7
set clk_io_pct 0.2

create_clock -name clk0 -period $clk_period [get_ports {CLK}]

set non_clock_inputs [all_inputs -no_clocks]
set_input_delay [expr $clk_period * $clk_io_pct] -clock clk0 $non_clock_inputs
set_output_delay [expr $clk_period * $clk_io_pct] -clock clk0 [all_outputs]

===== flow/design.v =====
module REG_FILE(
	input [7:0] DIN,
	input [4:0] ADRX,
	input [4:0] ADRY,
	input RF_WR,
	input CLK,
	output [7:0] DX_OUT,
	output [7:0] DY_OUT
		);
logic [7:0] memory [0:32];
initial  
begin
	for(int i = 0; i < 32; i++)
	begin
	memory[i] =0;  
	end
end
always_ff @ (posedge CLK)
begin
	if(RF_WR==1)  
	begin
		memory[ADRX]<=DIN;
	end
end
	assign DX_OUT = memory[ADRX];
	assign DY_OUT = memory[ADRY];
endmodule

===== flow/run.sh =====
#!/bin/bash
# OpenROAD 26Q1-2900-gdf79404cd8, Yosys 0.63+post, stock flow scripts
make -C /OpenROAD-flow-scripts/flow DESIGN_CONFIG=/design/flow/config.mk WORK_HOME=/design/flow/orfs finish

==> impl_metrics.ini <==
; synthesis and place-and-route metrics
[synthesis]
yosysWarnings = 1
yosysTopAreaCellShare_pct = 63.97
synthFlopType = edfxtp_1
ys_seq_share_pct = 63.97
avgSynthCellArea_um2 = 17.02
synth_cell_types = 39
ys_cells = 706
ys_chip_area_mm2 = 0.01202
synthArstFlopShare_pct = 0
netlist_area_mm2 = 0.01202
synthCells = 706
yosys.area.top_type = edfxtp_1
synth_flops = 256
ys_top_cells_by_area = edfxtp_1, mux4_2, mux2i_1
edf_count = 256

[routing]
wire_per_inst_um = 28.29
wl_met1_mm = 13.34
wl_met2_mm = 17.21
n_antenna_cell = 0
top_layer = met5
drtAntennaViolNets = 0
drt-total-wl_mm = 38.20
drc = 0
wl_met3_mm = 6.356
vias = 7630
vias_per_cell = 5.652
first_iter_violations = 529
first_pass_iters = 5

[power_and_ir_drop]
p_leak_nw = 4.650
ir_worst_vdd_uv = 270.3
finalPower_mw = 5.237
power_per_cell_area_mw_per_mm2 = 362.7

[critical_path]
critPathRequiredTime_ps = 3760
critPathArrivalTime_ps = 3570
path_common_cell = buf_4
path_delay_family = buffers and inverters
start_kind = input port
end_kind = output pin
slowest_delay_ps = 540
cp_max_fo = 19
crit_type = input port to output pin
slowest_stage = and2_0
crit_chain = buf_2 > and2_0 > buf_4 > a22oi_1 > o22ai_1 > nor3_1 > o32ai_1 > buf_4 > clkdlybuf4s50_1
critPathBufInv = 4

[placed_design]
place.gp.congestion = 0.9877
post-place-cells = 1300
io_buffers = 35
dpl_worst_slack_ps = 109.6
dp_hpwl_mm = 26.82

[clocking]
clk_path_buf_depth = 3
cts_buffers = 27
ctsRootBufferMaster = clkbuf_16
cts_tree = yes
cts_setup_buffers = 0
cts_htree_levels = 1
clk_pin_slew_worst_paths_ps = 60
cts_sinks = 256

[worst_hold_path]
min_path_type = input port to flip-flop

[run]
warnings = 25
max_cap_viol_count = 0

[global_route]
antenna_found_initial = 1
grt_pass1_wl_mm = 56.41
grt-ovfl-total = 0
grt_pass1_vias = 8511
globalRouteTotalUtil_pct = 20.47
grt_max_degree = 65

[timing]
hold_viol_final = 0
slew_viol_final = 0
setup_viol = 0
fmax_mhz = 221.5
maxSlewHeadroom_pct = 40.10
period_needed_ps = 4514
rsz0062_at_grt = no
fin_crit_sh_pct = 96.05
setup_tns_ps = 0
setup_ws_ps = 185.7
tightestPinTransition_ps = 891.6
hold_ws_ps = 1144

[floorplan]
io_pins = 36
die_w_um = 202.1
num_rows = 72
core_mm2 = 0.03910
fp_util_pct = 30.73
chipArea_mm2 = 0.04086
chipHeight_um = 202.1

[layout]
final_cells = 1350
reg.largest.list = memory x256
drive_above_1_share_pct = 31.01
largest_reg_flops = 256
regMostFlops = memory
synthToLayoutAreaGrowth_pct = 20.15
fillers = 3628

[status]
status = completed
power breakdown:
group | switching [mW] | total [mW] | internal (mW)
registers | 0.0121 | 2.55 | 2.54
clock network | 0.880 | 2.15 | 1.27
logic | 0.291 | 0.530 | 0.239
metal layers:
metal / vias up / global-route usage (%)
met2: 580 / 29.74
met3: 80 / 14.81
li1: 3204 / -
met1: 3764 / 24.93
met5: - / 0.3571
met4: 2 / 5.209
final cells by class:
cell class | count | area, um^2 | share of cell area (%)
flip-flops and latches | 256 | 7687 | 53.25
multi-input cells | 390 | 4059 | 28.11
clock buffers | 31 | 690.7 | 4.784
clock inverters | 19 | 202.7 | 1.404
inverters | 3 | 11.26 | 0.07800
well taps | 518 | 648.1 | 4.489
repair buffers | 133 | 1139 | 7.886
timing repair:
action | in CTS | in global routing
hold buffers | 0 | 0
gates resized | 0 | 1
setup endpoints to repair | 0 | 1
path summary, 6_finish.rpt:
path                 from                endpoint  slack, ps  cells after the start
setup / recovery  ADRX[1]               DX_OUT[7]        190                      9
hold / removal    ADRX[0]  memory[7][4]$_DFFE_PP_       1140                      3
Yosys cell counts, types with 2 or more instances:
cell type,instances
a31oi_1,2
mux2i_1,31
nor2_1,43
mux2_2,25
nand3_1,4
o2bb2ai_1,2
a22oi_1,30
nand2_1,29
a211oi_1,2
nor3_1,14
nand3b_1,2
clkbuf_1,26
nor2b_1,7
o22ai_1,13
o221ai_1,4
buf_1,9
o211ai_1,8
and2_1,2
o21ai_0,19
buf_2,15
a22o_1,5
a221oi_1,23
edfxtp_1,256
o32ai_1,4
a21oi_1,16
inv_1,3
buf_4,6
nand2b_1,3
mux4_2,88
a221o_1,6
through the flow:
stage | instance area, um^2 | utilization (%)
after global routing | 14440 | 36.93
after CTS | 14440 | 36.92
after detailed placement | 13540 | 34.64
after floorplan | 12020 | -
after global placement | 13540 | 34.64
final | 14440 | 36.93
cells in the final DEF, fill, tap and decap left out, drive strengths merged, types with 5 or more instances in the layout:
| cell | instances |
|---|---|
| mux4 | 88 |
| nor2b | 7 |
| o22ai | 13 |
| buf | 103 |
| mux2 | 25 |
| mux2i | 31 |
| clkinv | 12 |
| o21ai | 19 |
| a221oi | 23 |
| clkdlybuf4s50 | 30 |
| inv | 5 |
| o211ai | 8 |
| edfxtp | 256 |
| nor2 | 43 |
| nand2 | 29 |
| a22oi | 30 |
| clkbuf | 31 |
| a21oi | 16 |
| nor3 | 14 |
| a22o | 5 |
| a221o | 6 |
cells by family (layout without fill, tap and decap cells):
kind of cell	Yosys count	after routing	share of synthesized area, %
simple gates	108	108	4.030
mux	144	144	21.42
buf+inv	60	186	2.280
compound gates	138	138	8.299
flops	256	256	63.97
Power figures rest on the tool's default switching activity, not on a simulated workload.
