==> ./design.v <==
`timescale 1ns / 1ps
`timescale 1ns / 1ps
module univ_sseg(
    input [13:0] cnt1,
    input [6:0] cnt2,
    input valid,
    input dp_en,
    input [1:0] dp_sel,
    input [1:0] mod_sel,
    input sign,
    input clk,
    output reg [7:0] ssegs,
    output reg [3:0] disp_en
    ); 
    wire [3:0] c1_d3;   
    wire [3:0] c1_d2; 
    wire [3:0] c1_d1; 
    wire [3:0] c1_d0; 
    wire [3:0] c2_d1;    
    wire [3:0] c2_d0; 
    reg [3:0] A_1000_digit;  
    reg [3:0] B_100_digit; 
    reg [3:0] C_10_digit; 
    reg [3:0] D_1_digit; 
    reg [3:0] final_BCD; 
    reg [1:0] m_cnt;         
    reg [7:0] seg_val;       
    cnt_convert_14b CC_14(cnt1, mod_sel, c1_d3, c1_d2, c1_d1, c1_d0); 
    cnt_convert_7b CC_7(cnt2, c2_d1, c2_d0); 
    clk_divder CLK_DIV (clk,sclk); 
    always @ (sign,mod_sel,c1_d1,c1_d3)
    begin
       case ({sign,mod_sel})
          0: A_1000_digit = 'hF;
          1: A_1000_digit = c1_d1; 
          2: A_1000_digit = c1_d3;
          3: A_1000_digit = 0;
          4: A_1000_digit = 'hA;   
          5: A_1000_digit = c1_d1; 
          6: A_1000_digit = c1_d3;
          7: A_1000_digit = 0;
          default A_1000_digit = 'hA; 
       endcase 
    end 
    always @ (mod_sel,c1_d2,c1_d0)
    begin
       case (mod_sel)
          0: B_100_digit = c1_d2; 
          1: B_100_digit = c1_d0; 
          2: B_100_digit = c1_d2;
          3: B_100_digit = 0;
          default B_100_digit = 0; 
       endcase 
    end 
    always @ (mod_sel,c1_d1,c2_d1)
    begin
       case (mod_sel)
          0: C_10_digit = c1_d1; 
          1: C_10_digit = c2_d1; 
          2: C_10_digit = c1_d1;
          3: C_10_digit = 0;
          default C_10_digit = 0; 
       endcase 
    end 
    always @ (mod_sel,c1_d0,c2_d0)
    begin
       case (mod_sel)
          0: D_1_digit = c1_d0; 
          1: D_1_digit = c2_d0; 
          2: D_1_digit = c1_d0;
          3: D_1_digit = 0;
          default D_1_digit = 0; 
       endcase 
    end 
    always @ (m_cnt, A_1000_digit, B_100_digit, C_10_digit, D_1_digit)
    begin
       case (m_cnt)
          3: final_BCD = D_1_digit; 
          2: final_BCD = C_10_digit; 
          1: final_BCD = B_100_digit;
          0: final_BCD = A_1000_digit;
          default final_BCD = 0; 
       endcase 
    end 
    always @ (m_cnt)
    begin
       case (m_cnt)
          0: disp_en = 4'b1110;  
          1: disp_en = 4'b1101; 
          2: disp_en = 4'b1011;
          3: disp_en = 4'b0111;
          default disp_en = 0; 
       endcase 
    end 
    always @ (final_BCD)
    begin
       case (final_BCD)
          0: seg_val  = 'h03;   
          1: seg_val  = 'h9F;   
          2: seg_val  = 'h25;   
          3: seg_val  = 'h0D;
          4: seg_val  = 'h99;  
          5: seg_val  = 'h49;  
          6: seg_val  = 'h41;  
          7: seg_val  = 'h1F;  
          8: seg_val  = 'h01;  
          9: seg_val  = 'h09;  
          10: seg_val = 'hFD;    
          15: seg_val = 'hFF;    
          default seg_val = 0; 
       endcase 
    end 
    always @ (dp_sel, m_cnt, dp_en, seg_val, valid)
    begin
       if (valid == 0)      
          ssegs = 'hFD; 
       else 
          begin
          if (dp_sel == m_cnt)
             ssegs = {seg_val[7:1],~dp_en}; 
          else 
             ssegs = seg_val;
          end          
    end
    always @ (posedge sclk)
    begin 
       m_cnt <= m_cnt + 1'b1;
    end 
endmodule
module clk_divder(clockin, clockout); 
    input clockin; 
    output wire clockout; 
    parameter n = 13; 
    reg [n:0] count; 
    always@(posedge clockin) 
    begin 
        count <= count + 1; 
    end 
    assign clockout = count[n]; 
endmodule 
module cnt_convert_14b(
    input [13:0] cnt,
    input [1:0] sel,
    output reg [3:0] c1_d3,
    output reg [3:0] c1_d2,
    output reg [3:0] c1_d1,
    output reg [3:0] c1_d0
    );
    reg [13:0] cnt_new;       
    reg [13:0] cnt_new_w;     
    reg [3:0] d3;      
    reg [3:0] d2;      
    reg [3:0] d1;      
    reg [3:0] d0;      
    always @ (cnt,sel)
       case(sel)
          0: cnt_new = {6'b000000,cnt[7:0]};    
          1: cnt_new = {7'b00000000,cnt[6:0]};  
          2: cnt_new = cnt;                     
          3: cnt_new = cnt;                     
          default cnt_new = cnt; 
       endcase
    always @ (cnt_new)
    begin
       d3=0;  d2=0;  d1=0;  d0=0;     
       cnt_new_w = cnt_new;           
       if      (cnt_new_w > 8999) begin   d3=9;   cnt_new_w = cnt_new_w - 9000;  end
       else if (cnt_new_w > 7999) begin   d3=8;   cnt_new_w = cnt_new_w - 8000;  end 
       else if (cnt_new_w > 6999) begin   d3=7;   cnt_new_w = cnt_new_w - 7000;  end 
       else if (cnt_new_w > 5999) begin   d3=6;   cnt_new_w = cnt_new_w - 6000;  end 
       else if (cnt_new_w > 4999) begin   d3=5;   cnt_new_w = cnt_new_w - 5000;  end 
       else if (cnt_new_w > 3999) begin   d3=4;   cnt_new_w = cnt_new_w - 4000;  end 
       else if (cnt_new_w > 2999) begin   d3=3;   cnt_new_w = cnt_new_w - 3000;  end 
       else if (cnt_new_w > 1999) begin   d3=2;   cnt_new_w = cnt_new_w - 2000;  end 
       else if (cnt_new_w > 999)  begin   d3=1;   cnt_new_w = cnt_new_w - 1000;  end 
       else                       begin   d3=0;   end 
       if      (cnt_new_w > 899) begin   d2=9;   cnt_new_w = cnt_new_w - 900;  end
       else if (cnt_new_w > 799) begin   d2=8;   cnt_new_w = cnt_new_w - 800;  end 
       else if (cnt_new_w > 699) begin   d2=7;   cnt_new_w = cnt_new_w - 700;  end 
       else if (cnt_new_w > 599) begin   d2=6;   cnt_new_w = cnt_new_w - 600;  end 
       else if (cnt_new_w > 499) begin   d2=5;   cnt_new_w = cnt_new_w - 500;  end 
       else if (cnt_new_w > 399) begin   d2=4;   cnt_new_w = cnt_new_w - 400;  end 
       else if (cnt_new_w > 299) begin   d2=3;   cnt_new_w = cnt_new_w - 300;  end 
       else if (cnt_new_w > 199) begin   d2=2;   cnt_new_w = cnt_new_w - 200;  end 
       else if (cnt_new_w > 99)  begin   d2=1;   cnt_new_w = cnt_new_w - 100;  end 
       else                      begin   d2=0;   end 
       if      (cnt_new_w > 89) begin   d1=9;   cnt_new_w = cnt_new_w - 90;  end
       else if (cnt_new_w > 79) begin   d1=8;   cnt_new_w = cnt_new_w - 80;  end 
       else if (cnt_new_w > 69) begin   d1=7;   cnt_new_w = cnt_new_w - 70;  end 
       else if (cnt_new_w > 59) begin   d1=6;   cnt_new_w = cnt_new_w - 60;  end 
       else if (cnt_new_w > 49) begin   d1=5;   cnt_new_w = cnt_new_w - 50;  end 
       else if (cnt_new_w > 39) begin   d1=4;   cnt_new_w = cnt_new_w - 40;  end 
       else if (cnt_new_w > 29) begin   d1=3;   cnt_new_w = cnt_new_w - 30;  end 
       else if (cnt_new_w > 19) begin   d1=2;   cnt_new_w = cnt_new_w - 20;  end 
       else if (cnt_new_w > 9)  begin   d1=1;   cnt_new_w = cnt_new_w - 10;  end 
       else                     begin   d1=0;   end 
       d0 = cnt_new_w[3:0]; 
    end
    always @ (cnt_new, d3,d2,d1,d0)
    begin
       if (cnt_new < 1000)  
          c1_d3 = 'hF; 
       else 
          c1_d3 = d3; 
       if (cnt_new < 100)   
          c1_d2 = 'hF; 
       else 
          c1_d2 = d2; 
       if (cnt_new < 10)   
          c1_d1 = 'hF; 
       else 
          c1_d1 = d1;
       c1_d0 = d0;         
    end 
endmodule
module cnt_convert_7b(
    input [6:0] cnt,
    output reg [3:0] c2_d1,
    output reg [3:0] c2_d0
    );
    reg [7:0] cnt_new;       
    reg [7:0] cnt_new_w;     
    reg [3:0] d1;      
    reg [3:0] d0;      
    always @ (cnt_new)
    begin
       d1=0;  d0=0; 
       cnt_new_w = cnt; 
       if      (cnt_new_w > 89) begin   d1=9;   cnt_new_w = cnt_new_w - 90;  end
       else if (cnt_new_w > 79) begin   d1=8;   cnt_new_w = cnt_new_w - 80;  end 
       else if (cnt_new_w > 69) begin   d1=7;   cnt_new_w = cnt_new_w - 70;  end 
       else if (cnt_new_w > 59) begin   d1=6;   cnt_new_w = cnt_new_w - 60;  end 
       else if (cnt_new_w > 49) begin   d1=5;   cnt_new_w = cnt_new_w - 50;  end 
       else if (cnt_new_w > 39) begin   d1=4;   cnt_new_w = cnt_new_w - 40;  end 
       else if (cnt_new_w > 29) begin   d1=3;   cnt_new_w = cnt_new_w - 30;  end 
       else if (cnt_new_w > 19) begin   d1=2;   cnt_new_w = cnt_new_w - 20;  end 
       else if (cnt_new_w > 9)  begin   d1=1;   cnt_new_w = cnt_new_w - 10;  end 
       else                     begin   d1=0;   end 
       d0 = cnt_new_w[3:0]; 
    end
    always @ (cnt, d1, d0)
    begin
       if (cnt < 10)   
          c2_d1 = 'hF; 
       else 
          c2_d1 = d1;
       c2_d0 = d0;        
    end 
endmodule
==> ./run.sh <==
#!/bin/bash
# OpenROAD 26Q1-2900-gdf79404cd8, Yosys 0.63+post, stock flow scripts
make -C /OpenROAD-flow-scripts/flow DESIGN_CONFIG=/design/flow/config.mk WORK_HOME=/design/flow/orfs finish
==> ./config.mk <==
export PLATFORM = sky130hd
export DESIGN_NAME = univ_sseg
export DESIGN_NICKNAME = univ_sseg
export VERILOG_FILES = /design/flow/design.v
export SDC_FILE = /design/flow/constraint.sdc
export NUM_CORES = 4
export LEC_CHECK = 1
export CORE_UTILIZATION = 30
==> ./constraint.sdc <==
current_design univ_sseg

set clk_period 14.8
set clk_io_pct 0.2

create_clock -name clk0 -period $clk_period [get_ports {clk}]

set non_clock_inputs [all_inputs -no_clocks]
set_input_delay [expr $clk_period * $clk_io_pct] -clock clk0 $non_clock_inputs
set_output_delay [expr $clk_period * $clk_io_pct] -clock clk0 [all_outputs]
==> out/qor.txt <==
yosys warns -> 5
Crit Path Category -> in -> out
Yosys chip area -> 0.00694 mm2
yosys stat cell total -> 1012
Tot GR Track Use -> 0.231
crit end category -> output port
post-DP HPWL -> 21500 um
top cells, area -> ha_1 11%, nand2_1 6.0%, a21oi_1 5.7%
Setup TNS -> 0 ns
Yosys reg bits -> 16
R2R depth -> 6
Main synth FF type -> dfxtp_1
register pins left without a clock -> 2
Mean Syn Cell Area -> 6.85 um2
Slowest cell on crit path -> o31ai_1
synth unique cells -> 104
highest clock rate -> 70.3 MHz
die extent in x -> 154 um
grt total ovfl -> 0
Pwr Density -> 68.0 mW/mm2
Area growth syn-to-layout -> 15.2%
largest net degree at the start of global routing -> 28
slowest stage delay, CP -> 0.62 ns
cycle use final -> 0.961
max-cap viol count -> 0
RR Startpoint -> CLK_DIV.count[2]$_DFF_P_
vias in the first global route -> 7855
outcome -> finished clean
switching power -> 303 uW
clock slew at reported path FFs -> 0.04 ns
Async SR Flop Fraction -> 0
die y size -> 154 um
mapped cell area -> 0.00694 mm2
Leak -> 2.94 nW
final hold slack -> 0.409 ns
first-pass GRT wire length -> 43600 um
DP Cell Count -> 1329
initial antenna violation count -> 0
ANT cells -> 0
clock tree buffer depth -> 2
worst-margin pin slew -> 0.885 ns
Core Util at FP -> 0.306
Final ANT Viol Nets -> 0
Post-Place Worst Slack -> 0.360 ns
post-route worst setup slack -> 0.580 ns
most used cell, CP -> buf_4
Synth area leader -> ha_1
Final min period -> 14.22 ns
Clock Root Buffer -> clkbuf_16
internal power -> 240 uW
Max Slew Vio Count -> 0
1st-iter DRT viols -> 978
final core utilization -> 0.353
RSZ-0062 raised after global routing -> no
Hold Path Depth -> 1
layout cell share with drive strength beyond 1 -> 0.124
Dominant cell area share -> 0.110
Die ar. -> 0.0237 mm2
endpoints left unconstrained -> 6
Post-Synthesis Cells -> 1012
Comb pwr share -> 0.841
I/O Buffers -> 40
Hold EP -> CLK_DIV.count[0]$_DFF_P_
final WL -> 27400 um
Max IR drop VDD -> 63.7 uV
EDFF count, synth -> 0
Post-Layout Cell Count -> 1334
Critical Path AT -> 11.26 ns
sequential fraction of the synthesis area -> 0.0462
Sw Share -> 0.558
Final setup viols -> 0
1st-pass router iterations -> 5
R2R Setup Slk -> 13.41 ns
DP Area -> 0.00779 mm2
Slew HR -> 0.406
# rows -> 55
CP Launch Type -> input pin
Num CTS Buffers -> 3
Via density -> 6.37
via count -> 8500
clk latency of the worst-skew pair -> 0.24 ns
hold path start -> CLK_DIV.count[0]$_DFF_P_
hold violation count in the final report -> 0
Clock Skew -> 0.000527 ns
WP data required -> 11.84 ns
OpenROAD warning count -> 71
drt drc -> 0
clock network power share -> 0.090
Final Cell Area -> 0.00799 mm2
Core Region -> 0.0226 mm2
RR Endpoint -> CLK_DIV.count[13]$_DFF_P_
Reg power frac -> 0.070
CTS tree -> yes
Hold Crit Class -> reg -> reg
I/O Pins -> 41
routed len/inst -> 20.5 um
crit path max fanout -> 14
H-Tree Depth -> 1
RePlAce Congestion -> 1.10
total power -> 544 uW
-- Yosys cell counts (all sizes together) (6+ instances only) --
library cell,instances
nor2,69
nand3,46
xor2,6
or3,13
and3,16
buf,30
o2111ai,8
o22ai,10
a211o,11
a211oi,24
o221ai,10
nor4,14
xnor2,28
inv,41
nand2b,11
a21o,19
or2,11
o21ai,72
and2,7
nand4,17
nor2b,11
a31oi,24
o211ai,21
nor3,37
mux2i,11
ha,61
o32ai,8
a21oi,82
a311oi,8
clkbuf,28
nand2,112
mux2,6
dfxtp,16
o31a,6
o31ai,12
-- kinds of logic after synthesis --
group	share of synthesized area
xor+xnor	0.0429
mux	0.0256
compound gates	0.421
simple gates	0.290
flops	0.0462
fa+ha+maj	0.110
buf+inv	0.0649
-- worst max-delay path: cells and delay by family --
kind | cells | cell delay, ns
buffers and inverters | 7 | 1.97
AND-OR/OR-AND | 13 | 3.76
AND/OR/NAND/NOR | 10 | 1.75
multiplexers | 1 | 0.19
adder cells (fa/ha/maj) | 2 | 0.61
-- how the worst max path moves through the flow --
stage / endpoint / cells after the start / start
finish: ssegs[6] / 33 / mod_sel[0]
global route: ssegs[0] / 37 / mod_sel[0]
CTS: ssegs[0] / 35 / cnt1[7]
-- sequential cells by signal, summed over array words and instances (netlist names) --
signal and flops:
CLK_DIV.count 14, m_cnt 2
-- power by group through the flow --
stage     combinational, mW  sequential (mW)  clock (mW)
4_1_cts               0.433           0.0378      0.0495
5_1_grt               0.494           0.0378      0.0510
6_report              0.457           0.0379      0.0487
-- cell usage in the layout, fill, tap and decap left out, types with 10 or more instances in the layout --
| master | instances |
|---|---|
| nand2_1 | 111 |
| a21oi_1 | 76 |
| nor2_1 | 65 |
| o21ai_0 | 62 |
| ha_1 | 59 |
| buf_4 | 52 |
| nand3_1 | 43 |
| inv_1 | 41 |
| clkdlybuf4s50_1 | 39 |
| nor3_1 | 33 |
| xnor2_1 | 28 |
| a31oi_1 | 24 |
| a211oi_1 | 20 |
| o211ai_1 | 19 |
| a21o_1 | 18 |
| dfxtp_1 | 16 |
| nand4_1 | 16 |
| and3_1 | 16 |
| a211o_1 | 11 |
| nand2b_1 | 11 |
| nor2b_1 | 11 |
| or3_1 | 11 |
| o31ai_1 | 10 |
| mux2i_1 | 10 |
-- metal layers --
layer  vias up  global-route usage  share of wire
met5         -                   0              0
met4         0              0.0700          0.035
met3        78              0.0365          0.091
met2       464               0.350           0.42
met1      3968               0.337           0.45
li1       3990                   -              -
-- timing repair --
| item | CTS | global route |
|---|---|---|
| buffers inserted | 0 | 2 |
| gates resized | 0 | 23 |
| hold buffers | 0 | 0 |
| setup endpoints to repair | 0 | 8 |
| hold endpoints to repair | 0 | 0 |
-- area by class of cell --
cell class	count	area, um2
clock buffer	3	75.1
multi-input combinational	893	6280
timing repair buffer	92	793
tap	285	357
fill	2398	14600
inverter	45	169
sequential	16	320
No activity file was given, so power comes from the tool's default toggle rates.
